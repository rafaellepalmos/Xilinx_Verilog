File: design/flow/config.mk
export PLATFORM = sky130hd
export DESIGN_NAME = signedmul
export DESIGN_NICKNAME = signedmul
export VERILOG_FILES = /design/flow/design.v
export SDC_FILE = /design/flow/constraint.sdc
export NUM_CORES = 4
export LEC_CHECK = 1
export CORE_UTILIZATION = 30
File: design/flow/constraint.sdc
current_design signedmul

set clk_period 12.3
set clk_io_pct 0.2

create_clock -name clk0 -period $clk_period [get_ports {clk}]

set non_clock_inputs [all_inputs -no_clocks]
set_input_delay [expr $clk_period * $clk_io_pct] -clock clk0 $non_clock_inputs
set_output_delay [expr $clk_period * $clk_io_pct] -clock clk0 [all_outputs]
File: design/flow/design.v
module signedmul(clk, a_in, b_in, c);
    parameter n = 8;
    input clk;
    input [n-1:0] a_in, b_in;
    output [2*n-1:0] c;
    reg [n-1:0] a, b;
    always @(posedge clk) begin
        a <= #100000 a_in;
        b <= #100000 b_in;
    end
    wire a_min, b_min;
    assign a_min = (a == {1'b1, {(n-1){1'b0}} } );
    assign b_min = (b == {1'b1, {(n-1){1'b0}} } );
	wire [n-1:0] minus_a, minus_b;
	assign minus_a = -a;
	assign minus_b = -b;
    wire sa, sb;
	wire [n-2:0] ma, mb;
    assign sa = a[n-1];
	assign ma = sa ? minus_a[n-2:0] : a[n-2:0];
    assign sb = b[n-1];
	assign mb = sb ? minus_b[n-2:0] : b[n-2:0];
    wire sc;
    assign sc = ( (a == 0)||(b == 0) )? 1'b0 : a[n-1] ^ b[n-1];
    wire [2*(n-1)-1:0] mc;
	assign mc = ma * mb;
	wire [2*n-1:0] mul;
    wire [2*(n-1):0] minus_mc;
    assign minus_mc = -mc;
	assign mul = sc ? {sc, minus_mc} : {sc, 1'b0, mc};
    reg [2*n-1:0] cc;
    always @(a_min or b_min or mul or minus_a or minus_b) begin
		case({a_min, b_min})
			2'b00: cc = mul;
			2'b10: cc = {minus_b[n-1], minus_b, {(n-1){1'b0}} };
			2'b01: cc = {minus_a[n-1], minus_a, {(n-1){1'b0}} };
			default: cc = {2'b01, {(2*n-2){1'b0}} };
		endcase
	end
    reg [2*n-1:0] c;
    always @(posedge clk) begin
        c <= #100000 cc;
    end
endmodule
File: design/flow/run.sh
#!/bin/bash
# OpenROAD 26Q1-2900-gdf79404cd8, Yosys 0.63+post, stock flow scripts
make -C /OpenROAD-flow-scripts/flow DESIGN_CONFIG=/design/flow/config.mk WORK_HOME=/design/flow/orfs finish
==> results.sh <==
# yosys + openroad results
export IMPL_area_growth_syn_to_layout_pct=17.68
export IMPL_grt_total_usage_pct=13.45
export IMPL_final_cell_area_sq_um=3772
export IMPL_powerDensity_nw_per_um2=243.2
export IMPL_finalSetupViolCount=0
export IMPL_post_cts_hold_buffer_count=0
export IMPL_syn_area_per_cell_sq_um=8.548
export IMPL_cts_root_buf="sky130_fd_sc_hd__clkbuf_8"
export IMPL_tritoncts_num_buffers=5
export IMPL_clock_slew_seen_by_the_registers_of_the_worst_setup_and_hold_paths_ns=0.07
export IMPL_clk_insertion_delay_late_ns=0.28
export IMPL_grt_use_met3_pct=1.703
export IMPL_power_internal_w=0.0004995
export IMPL_post_route_drc_count=0
export IMPL_crit_fanout=8
export IMPL_die_width_um=105.4
export IMPL_synth_yosys_chip_area_sq_um=3206
export IMPL_numSynthFlops=32
export IMPL_power_frac_comb_pct=73.7
export IMPL_power_share_clock_pct=10.7
export IMPL_crit_path_end_kind="register"
export IMPL_fraction_of_layout_instances_using_a_drive_strength_above_1_pct=6.112
export IMPL_drtAntennaViolNets=0
export IMPL_post_synth_instance_area_sq_um=3206
export IMPL_setup_worst_path_start_class="register"
export IMPL_power_switching_w=0.0004179
export IMPL_setup_tns_ns=0
export IMPL_drt_vias_per_instance=4.883
export IMPL_finalWorstPathRequiredPeriod_ns=6.564
export IMPL_post_cts_repair_setup_buffers=0
export IMPL_rsz0062_at_grt="no"
export IMPL_power_switching_share_pct=45.55
export IMPL_route_final_wire_length_um=7052
export IMPL_timing_max_transition_violations_final=0
export IMPL_die_area_sq_um=11100
export IMPL_row_count=37
export IMPL_run_status="finished, final reports clean"
export IMPL_leakagePower_nw=1.679
export IMPL_detailedRoute_firstIterationViolations=112
export IMPL_critical_path_class="register to register"
export IMPL_dieHeight_um=105.4
export IMPL_clock_tree_from_tritoncts="built"
export IMPL_grt_overflow_total=0
export IMPL_number_of_warnings_reported_in_the_yosys_synthesis_log=1
export IMPL_groute_layer_met1_usage_pct=19.41
export IMPL_antenna_found_initial=0
export IMPL_floorplan_io_pins=33
export IMPL_worst_vdd_ir_mv=0.1216
export IMPL_antenna_cells=0
export IMPL_pwr_share_seq_pct=15.6
export IMPL_netlist_instances=375
export IMPL_ff_type="sky130_fd_sc_hd__dfxtp_1"
export IMPL_stage_log_warnings=25
export IMPL_place_detailed_hpwl_um=5824
export IMPL_grt_pass1_wl_um=11760
export IMPL_place_gp_congestion=0.9236
export IMPL_ys_cells=375
export IMPL_clk_path_buf_depth=2
export IMPL_via_count_of_the_first_global_routing_pass=2481
export IMPL_htree_num_levels=2
export IMPL_yosysUniqueCellTypes=57
export IMPL_finalClockPeriodUsage_pct=53.36
export IMPL_cp_data_required_time_ns=12.45
export IMPL_io_buffers=32
export IMPL_cap_viol_max_count=0
export IMPL_cp_arrival_ns=6.72
export IMPL_route_vias_total=2661
export IMPL_top_usage_layer="met2"
export IMPL_final_hold_violation_count=0
export IMPL_async_flop_share_pct=0
export IMPL_clkSinkCount=32
export IMPL_fin_skew_ns=0.004799
export IMPL_post_cts_resized_instances=0
export IMPL_timing_fmax_mhz=152.3
export IMPL_initial_utilization_pct=31.05
export IMPL_routedWlPerCell_um=12.94
export IMPL_grt_use_met2_pct=21.76
export IMPL_firstDrtPassIters=4
export IMPL_tightest_slew_ns=0.7254
export IMPL_timing_slew_headroom_pct=51.64
export IMPL_pin_count_of_the_biggest_net_entering_global_routing=18
export IMPL_placed_cell_area_sq_um=3661
export IMPL_edf_count=0
export IMPL_yosys_stat_seqShare_pct=19.98
export IMPL_core_area_sq_um=10320
export IMPL_hp_class="register to register"
[layout by cell type, fill, tap and decap left out, drive strengths merged, types with 5 or more instances in the layout]
cell type / instances
or3: 6
xnor2: 19
nor2b: 7
inv: 34
ha: 35
nand3: 6
clkdlybuf4s50: 32
clkbuf: 5
nor2: 62
dfxtp: 32
or2: 6
fa: 24
a21o: 6
a21oi: 11
xor2: 19
o21ai: 17
nand2: 24
nor3: 7
[flip-flops by register name, summed over array words and instances (netlist names)]
signal	cells
b	8
c	16
a	8
[Yosys cell counts, types with 2 or more instances]
master	n	area (sq um)
sky130_fd_sc_hd__o22ai_1	2	12.51
sky130_fd_sc_hd__a311oi_1	2	17.52
sky130_fd_sc_hd__nand2_1	23	86.33
sky130_fd_sc_hd__inv_1	34	127.6
sky130_fd_sc_hd__xor2_1	19	166.4
sky130_fd_sc_hd__or2_2	6	37.54
sky130_fd_sc_hd__mux2i_1	2	20.02
sky130_fd_sc_hd__o21ai_1	4	20.02
sky130_fd_sc_hd__o21ai_0	13	65.06
sky130_fd_sc_hd__a21oi_1	10	50.05
sky130_fd_sc_hd__o221ai_1	3	26.28
sky130_fd_sc_hd__and2_1	3	18.77
sky130_fd_sc_hd__buf_4	2	15.01
sky130_fd_sc_hd__nor2_1	62	232.7
sky130_fd_sc_hd__nor2b_1	6	37.54
sky130_fd_sc_hd__nor3_1	7	35.03
sky130_fd_sc_hd__ha_1	35	437.9
sky130_fd_sc_hd__xnor2_1	19	166.4
sky130_fd_sc_hd__a21o_1	6	45.04
sky130_fd_sc_hd__a22oi_1	2	15.01
sky130_fd_sc_hd__fa_1	24	480.5
sky130_fd_sc_hd__o21a_1	3	22.52
sky130_fd_sc_hd__a31oi_1	3	18.77
sky130_fd_sc_hd__dfxtp_1	32	640.6
sky130_fd_sc_hd__or3_1	5	31.28
sky130_fd_sc_hd__nand2b_1	4	25.02
sky130_fd_sc_hd__nand3_1	6	30.03
sky130_fd_sc_hd__nand4_1	2	12.51
sky130_fd_sc_hd__clkbuf_1	3	11.26
sky130_fd_sc_hd__a211o_1	2	17.52
sky130_fd_sc_hd__a211oi_1	4	30.03
sky130_fd_sc_hd__or3b_4	2	22.52
[stage by stage]
step                      instances  utilization (%)  total power (W)  hold WS [ns]  worst slack, ns
after floorplan                 375                -        0.0006410        0.4871            6.521
after global placement          537            35.46        0.0008181        0.5537            5.845
after detailed placement        537            35.46        0.0008124        0.5632            5.723
after CTS                       545            36.54        0.0009171        0.5744            5.707
after global routing            545            36.54         0.001013        0.6194            5.332
final                           545            36.54        0.0009174        0.5845            5.736
[area by class of cell]
type / instances / area [sq um]
clock buffers: 5 / 68.82
clock inverters: 3 / 42.54
fillers: 1023 / 6551
inverters: 34 / 127.6
multi-input cells: 302 / 2395
flip-flops and latches: 32 / 640.6
well taps: 136 / 170.2
repair buffers: 33 / 327.8
[cells by family (layout without fill, tap and decap cells)]
group           Yosys count  in the layout  synth area share [%]
compound gates           66             66                 14.05
xor+xnor                 38             38                 10.38
fa+ha+maj                59             59                 28.65
buf+inv                  41             75                 5.308
flops                    32             32                 19.98
mux                       2              2                0.6245
simple gates            137            137                 21.00
[critical path: stages (launching register included)]
cell and delay, ns:
sky130_fd_sc_hd__dfxtp_1 0.37, sky130_fd_sc_hd__inv_1 0.18, sky130_fd_sc_hd__ha_1 0.23, sky130_fd_sc_hd__or4b_4 0.51
sky130_fd_sc_hd__o21ai_0 0.21, sky130_fd_sc_hd__xor2_1 0.46, sky130_fd_sc_hd__nand2b_1 0.21, sky130_fd_sc_hd__fa_1 0.42
sky130_fd_sc_hd__fa_1 0.54, sky130_fd_sc_hd__inv_1 0.06, sky130_fd_sc_hd__fa_1 0.50, sky130_fd_sc_hd__fa_1 0.49
sky130_fd_sc_hd__ha_1 0.41, sky130_fd_sc_hd__a21o_1 0.19, sky130_fd_sc_hd__a21oi_1 0.22, sky130_fd_sc_hd__a311oi_1 0.13
sky130_fd_sc_hd__a311oi_1 0.30, sky130_fd_sc_hd__xor2_1 0.34, sky130_fd_sc_hd__nor4bb_1 0.53, sky130_fd_sc_hd__o21ai_0 0.13
[final timing paths]
path | from | end | slack, ns | depth (start not counted)
min reg2reg | b[0]$_DFF_P_ | c[0]$_DFF_P_ | 0.58 | 2
max reg2reg | b[0]$_DFF_P_ | c[14]$_DFF_P_ | 5.74 | 19
min | b[0]$_DFF_P_ | c[0]$_DFF_P_ | 0.58 | 2
max | b[0]$_DFF_P_ | c[14]$_DFF_P_ | 5.74 | 19
[power by group through the flow]
stage	logic, W	registers (W)	clock network (W)
after CTS	0.000674	0.000144	0.0000994
after global routing	0.000762	0.000146	0.000106
final	0.000676	0.000143	0.0000981
[metal layers]
metal / wire length, um / vias up / part of all wire (%)
li1: - / 1339 / -
met5: 0 / - / 0
met4: 164 / 0 / 2.3
met2: 3261 / 70 / 46
met3: 327 / 12 / 4.6
met1: 3299 / 1240 / 47
Power figures rest on the tool's default switching activity, not on a simulated workload.
